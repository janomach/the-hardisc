==> design.v <==
package edac;
    function logic[6:0] edac_checksum (input bit[31:0] s_data_i);
        logic[4:0] s_row[7];
        s_row[0][0] = s_data_i[0] ^ s_data_i[1] ^ s_data_i[2];
        s_row[0][1] = s_data_i[3] ^ s_data_i[4] ^ s_data_i[5];
        s_row[0][2] = s_data_i[6] ^ s_data_i[7] ^ s_data_i[14];
        s_row[0][3] = s_data_i[19] ^ s_data_i[22] ^ s_data_i[24];
        s_row[0][4] = s_data_i[30] ^ s_data_i[31];
        s_row[1][0] = s_data_i[4] ^ s_data_i[7] ^ s_data_i[8];
        s_row[1][1] = s_data_i[9] ^ s_data_i[10] ^ s_data_i[11];
        s_row[1][2] = s_data_i[12] ^ s_data_i[13] ^ s_data_i[14];
        s_row[1][3] = s_data_i[15] ^ s_data_i[18] ^ s_data_i[21];
        s_row[1][4] = s_data_i[24] ^ s_data_i[29];
        s_row[2][0] = s_data_i[3] ^ s_data_i[11] ^ s_data_i[16];
        s_row[2][1] = s_data_i[17] ^ s_data_i[18] ^ s_data_i[19];
        s_row[2][2] = s_data_i[20] ^ s_data_i[21] ^ s_data_i[22];
        s_row[2][3] = s_data_i[23] ^ s_data_i[26] ^ s_data_i[27];
        s_row[2][4] = s_data_i[29] ^ s_data_i[30];
        s_row[3][0] = s_data_i[2] ^ s_data_i[6] ^ s_data_i[10];
        s_row[3][1] = s_data_i[13] ^ s_data_i[15] ^ s_data_i[16];
        s_row[3][2] = s_data_i[24] ^ s_data_i[25] ^ s_data_i[26];
        s_row[3][3] = s_data_i[27] ^ s_data_i[28] ^ s_data_i[29];
        s_row[3][4] = s_data_i[30] ^ s_data_i[31];
        s_row[4][0] = s_data_i[1] ^ s_data_i[2] ^ s_data_i[5];
        s_row[4][1] = s_data_i[7] ^ s_data_i[9] ^ s_data_i[12];
        s_row[4][2] = s_data_i[15] ^ s_data_i[20] ^ s_data_i[21];
        s_row[4][3] = s_data_i[22] ^ s_data_i[23] ^ s_data_i[25];
        s_row[4][4] = s_data_i[26] ^ s_data_i[28];
        s_row[5][0] = s_data_i[0] ^ s_data_i[5] ^ s_data_i[6];
        s_row[5][1] = s_data_i[8] ^ s_data_i[12] ^ s_data_i[13];
        s_row[5][2] = s_data_i[14] ^ s_data_i[16] ^ s_data_i[17];
        s_row[5][3] = s_data_i[18] ^ s_data_i[19] ^ s_data_i[20];
        s_row[5][4] = s_data_i[28];
        s_row[6][0] = s_data_i[0] ^ s_data_i[1] ^ s_data_i[3];
        s_row[6][1] = s_data_i[4] ^ s_data_i[8] ^ s_data_i[9];
        s_row[6][2] = s_data_i[10] ^ s_data_i[11] ^ s_data_i[17];
        s_row[6][3] = s_data_i[23] ^ s_data_i[25] ^ s_data_i[27];
        s_row[6][4] = s_data_i[31];
        edac_checksum[0] = ^s_row[0];
        edac_checksum[1] = ^s_row[1];
        edac_checksum[2] = ^s_row[2];
        edac_checksum[3] = ^s_row[3];
        edac_checksum[4] = ^s_row[4];
        edac_checksum[5] = ^s_row[5];
        edac_checksum[6] = ^s_row[6];
    endfunction
endpackage
import p_hardisc::*;
module fast_adder #(
    parameter ADDONLY = 1,
    parameter WIDTH = 32
)(
    input logic[WIDTH-1:0] s_base_val_i,
    input logic[(WIDTH/2)-1:0] s_add_val_i,
    output logic[WIDTH-1:0] s_val_o
);
    localparam H_WIDTH = WIDTH/2;
    localparam H_MSB = H_WIDTH - 1;
    localparam MSB = WIDTH-1;
    logic[H_WIDTH:0] s_low_adder;
    logic[H_MSB:0] s_high_adder;
    logic[H_MSB:0] s_upper_part;
    assign s_low_adder  = {1'b0,s_base_val_i[H_MSB:0]} + {1'b0,s_add_val_i};
    assign s_val_o      = {s_upper_part,s_low_adder[H_MSB:0]};
    generate
        if(ADDONLY)begin
            assign s_high_adder = s_base_val_i[MSB:H_WIDTH] + {{(H_WIDTH-1){1'b0}},1'b1};
            assign s_upper_part = s_low_adder[H_WIDTH] ? s_high_adder : s_base_val_i[MSB:H_WIDTH];
        end else begin
            assign s_high_adder = s_base_val_i[MSB:H_WIDTH] + ((s_add_val_i[H_MSB]) ? {H_WIDTH{1'b1}} : {{(H_WIDTH-1){1'b0}},1'b1});
            assign s_upper_part = (s_add_val_i[H_MSB]) ? ( s_low_adder[H_WIDTH] ? s_base_val_i[MSB:H_WIDTH] : s_high_adder) : 
                                                      ( s_low_adder[H_WIDTH] ? s_high_adder : s_base_val_i[MSB:H_WIDTH]);
        end
    endgenerate
endmodule
module fast_adder_2 #(
    parameter WIDTH = 32,
    parameter ADDW = 16
)(
    input logic[WIDTH-1:0] s_base_val_i,
    input logic[ADDW-1:0] s_add_val_i,
    output logic[WIDTH-1:0] s_val_o
);
    logic[ADDW:0] s_low_adder;
    logic[WIDTH-ADDW-1:0] s_high_adder, s_upper_part;
    assign s_low_adder  = {1'b0,s_base_val_i[ADDW-1:0]} + {1'b0,s_add_val_i};
    assign s_val_o      = {s_upper_part,s_low_adder[ADDW-1:0]};
    assign s_high_adder = s_base_val_i[WIDTH-1:ADDW] + ((s_add_val_i[ADDW-1]) ? {(WIDTH-ADDW){1'b1}} : {{(WIDTH-ADDW-1){1'b0}},1'b1});
    assign s_upper_part = (s_add_val_i[ADDW-1]) ? ( s_low_adder[ADDW] ? s_base_val_i[WIDTH-1:ADDW] : s_high_adder) : 
                                                      ( s_low_adder[ADDW] ? s_high_adder : s_base_val_i[WIDTH-1:ADDW]);
endmodule
module fast_increment (
    input logic[31:0] s_base_val_i,
    output logic[31:0] s_val_o
);
    logic[4:0] s_adder[8];
    logic[15:0] s_p[2];
    assign s_adder[0] = {1'b0,s_base_val_i[3:0]} + 5'b1;
    assign s_adder[1] = {1'b0,s_base_val_i[7:4]} + 5'b1;
    assign s_adder[2] = {1'b0,s_base_val_i[11:8]} + 5'b1;
    assign s_adder[3] = {1'b0,s_base_val_i[15:12]} + 5'b1;
    assign s_adder[4] = {1'b0,s_base_val_i[19:16]} + 5'b1;
    assign s_adder[5] = {1'b0,s_base_val_i[23:20]} + 5'b1;
    assign s_adder[6] = {1'b0,s_base_val_i[27:24]} + 5'b1;
    assign s_adder[7] = {1'b0,s_base_val_i[31:28]} + 5'b1;
    assign s_p[0][3:0]      = (s_adder[0][3:0]);
    assign s_p[0][7:4]      = (s_adder[0][4]) ? s_adder[1][3:0] : s_base_val_i[7:4];
    assign s_p[0][11:8]     = (s_adder[0][4] & s_adder[1][4]) ? s_adder[2][3:0] : s_base_val_i[11:8];
    assign s_p[0][15:12]    = (s_adder[0][4] & s_adder[1][4] & s_adder[2][4]) ? s_adder[3][3:0] : s_base_val_i[15:12];
    assign s_p[1][3:0]      = (s_adder[4][3:0]);
    assign s_p[1][7:4]      = (s_adder[4][4]) ? s_adder[5][3:0] : s_base_val_i[23:20];
    assign s_p[1][11:8]     = (s_adder[4][4] & s_adder[5][4]) ? s_adder[6][3:0] : s_base_val_i[27:24];
    assign s_p[1][15:12]    = (s_adder[4][4] & s_adder[5][4] & s_adder[6][4]) ? s_adder[7][3:0] : s_base_val_i[31:28];
    assign s_val_o[15:0]    = s_p[0];
    assign s_val_o[31:16]    = (s_adder[0][4] & s_adder[1][4] & s_adder[2][4] & s_adder[3][4]) ? s_p[1] : s_base_val_i[31:16];
endmodule
module fast_shift #(
    parameter W = 32,
    parameter A = 2,
    parameter D = 1,
    parameter MS = W
)(
    input logic[$clog2(MS)-1:0] s_b_i,
    input logic[W-1:0] s_d_i,
    output logic[W-1:0] s_d_o
);
    localparam N = MS/A;
    logic[W-1:0] s_shifted[N]; 
    generate
        for (genvar i=0 ; i<N ; i++ ) begin
            if(D == 0)
                assign s_shifted[i] = {{(i*2){1'b0}},s_d_i[(i)*2 +: W-(i)*2]};
            else
                assign s_shifted[i] = {s_d_i[0 +: W-(i)*2],{(i*2){1'b0}}};
        end
    endgenerate 
    assign s_d_o = s_shifted[s_b_i[A-1 +: $clog2(N)]];
endmodule
==> run.sh <==
#!/bin/bash
# OpenROAD 26Q1-2900-gdf79404cd8, Yosys 0.63+post, stock flow scripts
make -C /OpenROAD-flow-scripts/flow DESIGN_CONFIG=/design/flow/config.mk WORK_HOME=/design/flow/orfs finish
==> config.mk <==
export PLATFORM = sky130hd
export DESIGN_NAME = fast_shift
export DESIGN_NICKNAME = fast_shift
export VERILOG_FILES = /design/flow/design.v
export SDC_FILE = /design/flow/constraint.sdc
export NUM_CORES = 4
export LEC_CHECK = 1
export CORE_AREA = 10 10 112 112
export DIE_AREA = 0 0 122 122
==> constraint.sdc <==
current_design fast_shift

set clk_period 6.2
set clk_io_pct 0.2

create_clock -name clk0 -period $clk_period

set non_clock_inputs [all_inputs -no_clocks]
set_input_delay [expr $clk_period * $clk_io_pct] -clock clk0 $non_clock_inputs
set_output_delay [expr $clk_period * $clk_io_pct] -clock clk0 [all_outputs]
==> notes.md <==
run results: Pleak=0.00104 uW, power per cell area=79.9 mW/mm^2, Post-Place Cells=548, Worst Max-Slew Pin Slew=885 ps, GRT overflow=0, met1 Use GR=22.8%, Clock Buffer Count=0, Basic Gates by Area=27.8%, Max-area cell share=6.88%, Synth Cell Area=0.00240 sq mm, XOR Share, Synth=0%, critical path arrival=3870 ps, Chip Area, Yosys=0.00240 sq mm, worst hold-check path type=in2out, mux frac, synth=10.2%, CP peak stage delay=620 ps, vias in the first global route=3005, I/O pin count=69, sw frac=53.4%, layout cell share with drive strength beyond 1=7.28%, Internal=113 uW, crit start category=input port, Die Ht=122 um, RSZ-0062 raised after global routing=false, CP Capture Type=primary output, Tmin final=5110 ps, sw power=129 uW, first-pass GRT wire length=18.3 mm, run status=complete, no violations, critical path's most frequent cell=clkdlybuf4s50_1, postcts setup bufs=0, clock group share of total power=0%, critical path class=in2out, met2 usage=22.5%, Initial DRT Pass Iterations=5, distinct cell type count after synthesis=57, post-synthesis compound-gate area fraction=48.9%, number of diodes=0, Iter 0 DRT Violations=377, Hold Buf Count CTS=0, beginning of the worst hold path=s_d_i[28], Reg area=0 sq um, Pre-Place Util=23.5%, Post-route DRC=0, Peak VDD IR=0.0239 mV, hpwl dp=8.65 mm, Cell Rows=37, Tot GR Track Use=15.2%, Final Hold Fails=0, die width=122 um, Setup TNS Final=0 ps, Slew Limit Fails=0, slowest cell on the critical path=nor2b_1, GRT busiest layer=met1, synth-to-layout area growth=26.3%, Comb pwr share=100.0%, crit-path cells=clkdlybuf4s50_1, buf_4, nor2b_1, a22oi_1, nor3_1, a221o_1, o32a_1, clkdlybuf4s50_1, max_cap viols=0, Slew Limit Headroom=40.9%, hold path depth=4, comb area leader=AND-OR/OR-AND gates, Seq cells=0, Hold Path Sink=s_d_o[28], Seq share, synth=0%, vias per inst=6.00, vias=3289, drt total wl=11.8 mm, core area=0.0102 sq mm, adder share=0%, Mean Syn Cell Area=6.27 sq um, Synth area leader=a21oi_1, initial antenna violation count=0, Tool Warnings=33, ys cells=383, routability cong.=0.992, Non-Filler Instances=548, Top cells by area=a21oi_1 (6.9%), a22oi_1 (5.9%), mux2i_1 (5.8%), I/O Buffers=68, largest net degree at the start of global routing=42, Avg WL per Cell=21.6 um, cts repair resizes=0, post-synthesis cell count=383, GR Util met3=2.77%, CP Data Required Time=4960 ps, Seq pwr share=0%, worst-path fanout max=37, DIE AREA=0.0149 sq mm, period utilization=82.4%, Max Freq=196 MHz, Final setup viols=0, post-route ant nets=0, worst hold-check slack=3450 ps, warnings from Yosys=3
==> how the worst max path moves through the flow <==
| stage | startpoint | endpoint | slack (ps) | cells after the start |
|---|---|---|---|---|
| 6_report | s_b_i[3] | s_d_o[31] | 1090 | 8 |
| 5_1_grt | s_b_i[3] | s_d_o[31] | 920 | 8 |
| 4_1_cts | s_b_i[3] | s_d_o[31] | 1160 | 8 |
==> power by group through the flow <==
stage	logic, uW	clock network [uW]	registers (uW)
4_1_cts	239	0	0
5_1_grt	261	0	0
6_report	242	0	0
==> synthesized netlist by cell type, types with 3 or more instances <==
| cell type | instances |
|---|---|
| a211oi_1 | 8 |
| a21o_1 | 4 |
| a21oi_1 | 33 |
| a221oi_1 | 4 |
| a22o_1 | 6 |
| a22oi_1 | 19 |
| a2bb2oi_1 | 3 |
| a31oi_1 | 8 |
| a32oi_1 | 11 |
| and3_1 | 3 |
| buf_1 | 3 |
| buf_2 | 20 |
| buf_4 | 9 |
| buf_6 | 5 |
| clkbuf_1 | 12 |
| inv_1 | 8 |
| mux2_2 | 8 |
| mux2i_1 | 14 |
| nand2_1 | 35 |
| nand2b_1 | 9 |
| nand3_1 | 14 |
| nor2_1 | 30 |
| nor2_2 | 3 |
| nor2b_1 | 19 |
| nor3_1 | 6 |
| o21a_1 | 3 |
| o21ai_0 | 23 |
| o22a_1 | 6 |
| o22ai_1 | 15 |
| o32a_1 | 4 |
| o32ai_1 | 5 |
==> final cells by class <==
type                            instances  area [sq um]
Fill cell                            1116          7200
Tap cell                              136           170
Timing Repair Buffer                   78           741
Multi-Input combinational cell        325          2090
Inverter                                9          33.8
==> layout by cell type, fill, tap and decap left out, types with 2 or more instances in the layout <==
cell type / instances
clkdlybuf4s50_1: 65
nand2_1: 35
a21oi_1: 33
nor2_1: 30
o21ai_0: 23
nor2b_1: 19
a22oi_1: 19
o22ai_1: 15
nand3_1: 14
mux2i_1: 14
a32oi_1: 11
buf_4: 10
nand2b_1: 9
inv_1: 8
mux2_2: 8
a211oi_1: 8
a31oi_1: 8
a22o_1: 6
nor3_1: 6
o22a_1: 6
o32ai_1: 5
a221oi_1: 4
a21o_1: 4
o32a_1: 4
and3_1: 3
nor2_2: 3
a2bb2oi_1: 3
o21a_1: 3
buf_2: 3
a21boi_0: 2
and2_1: 2
o211ai_1: 2
nor3b_1: 2
o221ai_1: 2
nor4_1: 2
a221o_1: 2
==> worst max-delay path: cells and delay by family <==
kind	cells	cell delay [ps]
compound gates	3	420
buf+inv	3	1400
simple gates	2	800
==> metal layers <==
layer | share of wire (%) | vias up
li1 | - | 1534
met1 | 45 | 1530
met2 | 43 | 210
met3 | 11 | 15
met4 | 1.3 | 0
met5 | 0 | -
==> cell families (layout without fill, tap and decap cells) <==
logic type	Yosys count	count (layout)
simple gates	133	133
buf+inv	58	87
compound gates	169	169
mux	23	23
==> stage by stage <==
step	setup WS (ps)	power (uW)	utilization [%]	instance area, sq um
after floorplan	2640	135	-	2400
after global placement	1130	240	29.6	3030
after detailed placement	1170	237	29.6	3030
after CTS	1160	239	29.6	3030
after global routing	921	261	29.6	3030
final	1090	242	29.6	3030
No activity file was given, so power comes from the tool's default toggle rates.
