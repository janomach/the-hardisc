File: design.v
package edac;
    function logic[6:0] edac_checksum (input bit[31:0] s_data_i);
        logic[4:0] s_row[7];
        s_row[0][0] = s_data_i[0] ^ s_data_i[1] ^ s_data_i[2];
        s_row[0][1] = s_data_i[3] ^ s_data_i[4] ^ s_data_i[5];
        s_row[0][2] = s_data_i[6] ^ s_data_i[7] ^ s_data_i[14];
        s_row[0][3] = s_data_i[19] ^ s_data_i[22] ^ s_data_i[24];
        s_row[0][4] = s_data_i[30] ^ s_data_i[31];
        s_row[1][0] = s_data_i[4] ^ s_data_i[7] ^ s_data_i[8];
        s_row[1][1] = s_data_i[9] ^ s_data_i[10] ^ s_data_i[11];
        s_row[1][2] = s_data_i[12] ^ s_data_i[13] ^ s_data_i[14];
        s_row[1][3] = s_data_i[15] ^ s_data_i[18] ^ s_data_i[21];
        s_row[1][4] = s_data_i[24] ^ s_data_i[29];
        s_row[2][0] = s_data_i[3] ^ s_data_i[11] ^ s_data_i[16];
        s_row[2][1] = s_data_i[17] ^ s_data_i[18] ^ s_data_i[19];
        s_row[2][2] = s_data_i[20] ^ s_data_i[21] ^ s_data_i[22];
        s_row[2][3] = s_data_i[23] ^ s_data_i[26] ^ s_data_i[27];
        s_row[2][4] = s_data_i[29] ^ s_data_i[30];
        s_row[3][0] = s_data_i[2] ^ s_data_i[6] ^ s_data_i[10];
        s_row[3][1] = s_data_i[13] ^ s_data_i[15] ^ s_data_i[16];
        s_row[3][2] = s_data_i[24] ^ s_data_i[25] ^ s_data_i[26];
        s_row[3][3] = s_data_i[27] ^ s_data_i[28] ^ s_data_i[29];
        s_row[3][4] = s_data_i[30] ^ s_data_i[31];
        s_row[4][0] = s_data_i[1] ^ s_data_i[2] ^ s_data_i[5];
        s_row[4][1] = s_data_i[7] ^ s_data_i[9] ^ s_data_i[12];
        s_row[4][2] = s_data_i[15] ^ s_data_i[20] ^ s_data_i[21];
        s_row[4][3] = s_data_i[22] ^ s_data_i[23] ^ s_data_i[25];
        s_row[4][4] = s_data_i[26] ^ s_data_i[28];
        s_row[5][0] = s_data_i[0] ^ s_data_i[5] ^ s_data_i[6];
        s_row[5][1] = s_data_i[8] ^ s_data_i[12] ^ s_data_i[13];
        s_row[5][2] = s_data_i[14] ^ s_data_i[16] ^ s_data_i[17];
        s_row[5][3] = s_data_i[18] ^ s_data_i[19] ^ s_data_i[20];
        s_row[5][4] = s_data_i[28];
        s_row[6][0] = s_data_i[0] ^ s_data_i[1] ^ s_data_i[3];
        s_row[6][1] = s_data_i[4] ^ s_data_i[8] ^ s_data_i[9];
        s_row[6][2] = s_data_i[10] ^ s_data_i[11] ^ s_data_i[17];
        s_row[6][3] = s_data_i[23] ^ s_data_i[25] ^ s_data_i[27];
        s_row[6][4] = s_data_i[31];
        edac_checksum[0] = ^s_row[0];
        edac_checksum[1] = ^s_row[1];
        edac_checksum[2] = ^s_row[2];
        edac_checksum[3] = ^s_row[3];
        edac_checksum[4] = ^s_row[4];
        edac_checksum[5] = ^s_row[5];
        edac_checksum[6] = ^s_row[6];
    endfunction
endpackage
module secded_decode (
    input logic[31:0]s_data_i,       
    input logic[6:0] s_syndrome_i,   
    output logic[31:0]s_data_o       
);
    logic[31:0]s_locator;
    assign s_data_o      = s_locator[31:0] ^ s_data_i;
    assign s_locator[0]  = s_syndrome_i[0] & s_syndrome_i[5] & s_syndrome_i[6];
    assign s_locator[1]  = s_syndrome_i[0] & s_syndrome_i[4] & s_syndrome_i[6];
    assign s_locator[2]  = s_syndrome_i[0] & s_syndrome_i[4] & s_syndrome_i[3];
    assign s_locator[3]  = s_syndrome_i[0] & s_syndrome_i[2] & s_syndrome_i[6];
    assign s_locator[4]  = s_syndrome_i[0] & s_syndrome_i[1] & s_syndrome_i[6];
    assign s_locator[5]  = s_syndrome_i[0] & s_syndrome_i[4] & s_syndrome_i[5];
    assign s_locator[6]  = s_syndrome_i[0] & s_syndrome_i[3] & s_syndrome_i[5];
    assign s_locator[7]  = s_syndrome_i[0] & s_syndrome_i[1] & s_syndrome_i[4];
    assign s_locator[8]  = s_syndrome_i[1] & s_syndrome_i[5] & s_syndrome_i[6];
    assign s_locator[9]  = s_syndrome_i[1] & s_syndrome_i[4] & s_syndrome_i[6];
    assign s_locator[10] = s_syndrome_i[1] & s_syndrome_i[3] & s_syndrome_i[6];
    assign s_locator[11] = s_syndrome_i[1] & s_syndrome_i[2] & s_syndrome_i[6];
    assign s_locator[12] = s_syndrome_i[1] & s_syndrome_i[4] & s_syndrome_i[5];
    assign s_locator[13] = s_syndrome_i[1] & s_syndrome_i[3] & s_syndrome_i[5];
    assign s_locator[14] = s_syndrome_i[1] & s_syndrome_i[0] & s_syndrome_i[5];
    assign s_locator[15] = s_syndrome_i[1] & s_syndrome_i[3] & s_syndrome_i[4];
    assign s_locator[16] = s_syndrome_i[2] & s_syndrome_i[3] & s_syndrome_i[5];
    assign s_locator[17] = s_syndrome_i[2] & s_syndrome_i[6] & s_syndrome_i[5];
    assign s_locator[18] = s_syndrome_i[2] & s_syndrome_i[1] & s_syndrome_i[5];
    assign s_locator[19] = s_syndrome_i[2] & s_syndrome_i[0] & s_syndrome_i[5];
    assign s_locator[20] = s_syndrome_i[2] & s_syndrome_i[4] & s_syndrome_i[5];
    assign s_locator[21] = s_syndrome_i[2] & s_syndrome_i[1] & s_syndrome_i[4];
    assign s_locator[22] = s_syndrome_i[2] & s_syndrome_i[0] & s_syndrome_i[4];
    assign s_locator[23] = s_syndrome_i[2] & s_syndrome_i[4] & s_syndrome_i[6];
    assign s_locator[24] = s_syndrome_i[3] & s_syndrome_i[0] & s_syndrome_i[1];
    assign s_locator[25] = s_syndrome_i[3] & s_syndrome_i[4] & s_syndrome_i[6];
    assign s_locator[26] = s_syndrome_i[3] & s_syndrome_i[2] & s_syndrome_i[4];
    assign s_locator[27] = s_syndrome_i[3] & s_syndrome_i[2] & s_syndrome_i[6];
    assign s_locator[28] = s_syndrome_i[3] & s_syndrome_i[4] & s_syndrome_i[5];
    assign s_locator[29] = s_syndrome_i[3] & s_syndrome_i[1] & s_syndrome_i[2];
    assign s_locator[30] = s_syndrome_i[3] & s_syndrome_i[0] & s_syndrome_i[2];
    assign s_locator[31] = s_syndrome_i[3] & s_syndrome_i[0] & s_syndrome_i[6];
endmodule
File: config.mk
export PLATFORM = sky130hd
export DESIGN_NAME = secded_decode
export DESIGN_NICKNAME = secded_decode
export VERILOG_FILES = /design/flow/design.v
export SDC_FILE = /design/flow/constraint.sdc
export NUM_CORES = 4
export LEC_CHECK = 1
export CORE_AREA = 10 10 77 77
export DIE_AREA = 0 0 87 87
File: constraint.sdc
current_design secded_decode

set clk_period 1.0
set clk_io_pct 0.2

create_clock -name clk0 -period $clk_period

set non_clock_inputs [all_inputs -no_clocks]
set_input_delay [expr $clk_period * $clk_io_pct] -clock clk0 $non_clock_inputs
set_output_delay [expr $clk_period * $clk_io_pct] -clock clk0 [all_outputs]
File: run.sh
#!/bin/bash
# OpenROAD 26Q1-2900-gdf79404cd8, Yosys 0.63+post, stock flow scripts
make -C /OpenROAD-flow-scripts/flow DESIGN_CONFIG=/design/flow/config.mk WORK_HOME=/design/flow/orfs finish
==> flow_metrics.tcl <==
# metrics dict for downstream scripts
set metrics [dict create \
    place_congestion 0.673 \
    arrival_ns 0.82 \
    antenna_found_initial 1 \
    clkPwrFrac 0 \
    rows 24 \
    yosys_warnings 0 \
    place_ws_ns -0.807 \
    stdcell_count 206 \
    syn_inst 71 \
    startpoint_type "input port" \
    initial_utilization 0.118 \
    failed_checks "setup timing" \
    finalCritPeriodShare 1.02 \
    largest_area_cell "xnor2_1" \
    final_core_util 0.373 \
    ios 71 \
    hpwl_um 2280 \
    report.final.slew_viol_count 0 \
    intPower_uw 425 \
    hold_start "s_data_i[17]" \
    detail_route.wl_per_cell_um 15.3 \
    hold_depth 3 \
    switching_share 0.359 \
    grt_remaining_overflow 0 \
    min_to "s_data_o[17]" \
    crit_type "in2out" \
    yosysCellCount 71 \
    ys_top_cells_by_count "32 x nand3_1, 32 x xnor2_1, 5 x buf_6" \
    syn-cell-area_um2 512 \
    dp.cells 195 \
    tightest_slew_ns 0.139 \
    seq_cells 0 \
    max_cap_viol_count 0 \
    holdWs_ns 0.765 \
    powerDensity_mw_per_mm2 408 \
    die_h_um 87 \
    period_minus_slack_ns 1.02 \
    hp-class "in2out" \
    die-area_mm2 0.00757 \
    power_switching_uw 238 \
    clkbuf_count 0 \
    seqCellArea_um2 0 \
    route.detailed.drc 0 \
    leakage_uw 0.000703 \
    syn_to_final_growth_pct 217 \
    holdBufCountCts 0 \
    combinationalPowerShare 1.000 \
    vdd_drop_max_v 0.000238 \
    p_seq_frac 0 \
    max-slew-margin-rel 0.906 \
    grt_max_degree 8 \
    drt-pass1-iter-count 4 \
    rsz0062_at_grt "true" \
    ys_seq_share 0 \
    setup_viol 6 \
    top_area_frac 0.548 \
    grt_pass1_wl_um 5000 \
    fin_area_mm2 0.00162 \
    layout-drive-gt1-share 0.595 \
    vias 792 \
    end_kind "output port" \
    ys_types 4 \
    synth.area.top_cells "xnor2_1 55%, nand3_1 31%, buf_6 11%" \
    ys_chip_area_um2 512 \
    die_w_um 87 \
    grt_pass1_vias 900 \
    drt_iter0_markers 19 \
    gr-usage-all-layers 0.0810 \
    status "finished with violations" \
    syn_avg_cell_area_um2 7.21 \
    place_area_mm2 0.00135 \
    hold_viol_final 0 \
    setup_slack_ns -0.0206 \
    ant_nets 0 \
    cp_max_fo 5 \
    port_buffers 71 \
    warnings 34 \
    vias_per_cell 3.84 \
    drt_wl_total_um 3160 \
    fmax_ghz 0.980 \
    core_mm2 0.00435 \
    required_ns 0.80 \
]
-- power groups by stage --
stage	Clock (µW)	Sequential, µW	Combinational (µW)
5_1_grt	0.000134	0	721
6_report	0.000134	0	663
4_1_cts	0	0	623
-- critical path, cell delays in order --
cell and delay, ns:
buf_6 0.10, buf_6 0.12, buf_6 0.12, nand3_2 0.07, xnor2_2 0.10, buf_2 0.12
-- worst max path at each step --
stage	startpoint	to	slack [ns]	cells after the start
after global routing	s_syndrome_i[3]	s_data_o[28]	-0.06	6
after CTS	s_syndrome_i[3]	s_data_o[30]	-0.03	6
final	s_syndrome_i[3]	s_data_o[26]	-0.02	6
-- logic make-up (layout without fill, tap and decap cells) --
logic type | Yosys count | count (layout) | synth area share
XOR/XNOR | 32 | 32 | 0.548
AND/OR/NAND/NOR | 32 | 32 | 0.313
buffers and inverters | 7 | 89 | 0.139
other | 0 | 1 | 0
-- area by class of cell --
type               count  area (µm²)
multi-input cells     64         666
well taps             52        65.1
fillers              444        2730
repair buffers        89         891
diodes                 1        2.50
-- metrics by stage --
| step | TNS (ns) | total power, µW |
|---|---|---|
| finish | -0.0601 | 663 |
| global route | -0.579 | 721 |
| CTS | -0.133 | 623 |
| detailed placement | -25.27 | 632 |
| global placement | -25.16 | 631 |
| floorplan | 0 | 159 |
-- placed cells by master (no fill, tap or decap), drive strengths merged --
cell | synthesis | final
diode | 0 | 1
nand3 | 32 | 32
buf | 7 | 57
xnor2 | 32 | 32
dlygate4sd2 | 0 | 32
-- per-layer routing --
metal  wire length (µm)  vias to the layer above  GRT usage  part of all wire
met5                  0                        -          0                 0
met4                  0                        0          0                 0
met3                337                        0     0.0274              0.11
met2               1590                       33      0.145              0.50
met1               1230                      345     0.0960              0.39
li1                   -                      414          -                 -
-- what timing repair did --
| item | in CTS | in global routing |
|---|---|---|
| setup endpoints to repair | 32 | 26 |
| gates resized | 202 | 23 |
| buffers inserted | 4 | 0 |
| gates cloned | 6 | 0 |
| pin swaps | 18 | 22 |
Power figures rest on the tool's default switching activity, not on a simulated workload.
