## run.sh

```bash
#!/bin/bash
# OpenROAD 26Q1-2900-gdf79404cd8, Yosys 0.63+post, stock flow scripts
make -C /OpenROAD-flow-scripts/flow DESIGN_CONFIG=/design/flow/config.mk WORK_HOME=/design/flow/orfs finish
```

## config.mk

```make
export PLATFORM = sky130hd
export DESIGN_NAME = uart_controller
export DESIGN_NICKNAME = uart_controller
export VERILOG_FILES = /design/flow/design.v
export SDC_FILE = /design/flow/constraint.sdc
export NUM_CORES = 4
export LEC_CHECK = 1
export CORE_UTILIZATION = 40
```

## constraint.sdc

```tcl
current_design uart_controller

set clk_period 3.2
set clk_io_pct 0.2

create_clock -name clk0 -period $clk_period [get_ports {s_clk_i}]

set non_clock_inputs [all_inputs -no_clocks]
set_input_delay [expr $clk_period * $clk_io_pct] -clock clk0 $non_clock_inputs
set_output_delay [expr $clk_period * $clk_io_pct] -clock clk0 [all_outputs]
```

## design.v

```verilog
package edac;
    function logic[6:0] edac_checksum (input bit[31:0] s_data_i);
        logic[4:0] s_row[7];
        s_row[0][0] = s_data_i[0] ^ s_data_i[1] ^ s_data_i[2];
        s_row[0][1] = s_data_i[3] ^ s_data_i[4] ^ s_data_i[5];
        s_row[0][2] = s_data_i[6] ^ s_data_i[7] ^ s_data_i[14];
        s_row[0][3] = s_data_i[19] ^ s_data_i[22] ^ s_data_i[24];
        s_row[0][4] = s_data_i[30] ^ s_data_i[31];
        s_row[1][0] = s_data_i[4] ^ s_data_i[7] ^ s_data_i[8];
        s_row[1][1] = s_data_i[9] ^ s_data_i[10] ^ s_data_i[11];
        s_row[1][2] = s_data_i[12] ^ s_data_i[13] ^ s_data_i[14];
        s_row[1][3] = s_data_i[15] ^ s_data_i[18] ^ s_data_i[21];
        s_row[1][4] = s_data_i[24] ^ s_data_i[29];
        s_row[2][0] = s_data_i[3] ^ s_data_i[11] ^ s_data_i[16];
        s_row[2][1] = s_data_i[17] ^ s_data_i[18] ^ s_data_i[19];
        s_row[2][2] = s_data_i[20] ^ s_data_i[21] ^ s_data_i[22];
        s_row[2][3] = s_data_i[23] ^ s_data_i[26] ^ s_data_i[27];
        s_row[2][4] = s_data_i[29] ^ s_data_i[30];
        s_row[3][0] = s_data_i[2] ^ s_data_i[6] ^ s_data_i[10];
        s_row[3][1] = s_data_i[13] ^ s_data_i[15] ^ s_data_i[16];
        s_row[3][2] = s_data_i[24] ^ s_data_i[25] ^ s_data_i[26];
        s_row[3][3] = s_data_i[27] ^ s_data_i[28] ^ s_data_i[29];
        s_row[3][4] = s_data_i[30] ^ s_data_i[31];
        s_row[4][0] = s_data_i[1] ^ s_data_i[2] ^ s_data_i[5];
        s_row[4][1] = s_data_i[7] ^ s_data_i[9] ^ s_data_i[12];
        s_row[4][2] = s_data_i[15] ^ s_data_i[20] ^ s_data_i[21];
        s_row[4][3] = s_data_i[22] ^ s_data_i[23] ^ s_data_i[25];
        s_row[4][4] = s_data_i[26] ^ s_data_i[28];
        s_row[5][0] = s_data_i[0] ^ s_data_i[5] ^ s_data_i[6];
        s_row[5][1] = s_data_i[8] ^ s_data_i[12] ^ s_data_i[13];
        s_row[5][2] = s_data_i[14] ^ s_data_i[16] ^ s_data_i[17];
        s_row[5][3] = s_data_i[18] ^ s_data_i[19] ^ s_data_i[20];
        s_row[5][4] = s_data_i[28];
        s_row[6][0] = s_data_i[0] ^ s_data_i[1] ^ s_data_i[3];
        s_row[6][1] = s_data_i[4] ^ s_data_i[8] ^ s_data_i[9];
        s_row[6][2] = s_data_i[10] ^ s_data_i[11] ^ s_data_i[17];
        s_row[6][3] = s_data_i[23] ^ s_data_i[25] ^ s_data_i[27];
        s_row[6][4] = s_data_i[31];
        edac_checksum[0] = ^s_row[0];
        edac_checksum[1] = ^s_row[1];
        edac_checksum[2] = ^s_row[2];
        edac_checksum[3] = ^s_row[3];
        edac_checksum[4] = ^s_row[4];
        edac_checksum[5] = ^s_row[5];
        edac_checksum[6] = ^s_row[6];
    endfunction
endpackage
module uart_controller#(
    parameter PERIOD = 10400
)
(
    input s_clk_i,
    input s_resetn_i,
    input s_rxd_i,
    input s_request_i,
    input [7:0] s_data_i,
    output s_txd_o,
    output [7:0] s_data_o,
    output s_data_ready_o,
    output s_busy_o
);
localparam HALF_PERIOD = PERIOD / 2;
reg[1:0] r_tx_state, r_rx_state;
reg[2:0] r_tx_count, r_rx_count;
reg[7:0] r_tx_data, r_rx_data;
reg[13:0] r_tx_timer, r_rx_timer;
assign s_txd_o          = ((r_tx_state == 2'd0) | (r_tx_state == 2'd3)) ? 1'b1 : (r_tx_state == 2'd1) ? 1'b0 : r_tx_data[r_tx_count];
assign s_data_ready_o   = r_rx_state == 2'd3;
assign s_data_o         = r_rx_data;
assign s_busy_o         = (r_rx_state != 2'd0) | (r_tx_state != 2'd0);
always @ (posedge s_clk_i or negedge s_resetn_i) begin
    if(s_resetn_i == 1'b0)begin
        r_tx_state <= 2'd0;
        r_tx_count <= 3'd0;
        r_tx_timer <= 14'd0;
        r_tx_data <= 8'd0;
    end else begin
        if(s_request_i & (r_tx_state == 2'd0))begin
            r_tx_state <= 2'd1;
            r_tx_count <= 3'd0;
            r_tx_timer <= 14'd0;
            r_tx_data <= s_data_i;
        end else if((r_tx_timer > PERIOD)) begin
            if(r_tx_state == 2'd1)begin
                r_tx_state <= 2'd2;
                r_tx_count <= 3'd0;
            end else if(r_tx_state == 2'd2)begin
                r_tx_state <= (r_tx_count == 3'd7) ? 2'd3 : r_tx_state;
                r_tx_count <= r_tx_count + 3'd1;
            end else begin
                r_tx_state <= 2'd0;
                r_tx_count <= 3'd0;
            end  
            r_tx_timer <= 14'd0;  
            r_tx_data <= r_tx_data;       
        end else begin
            r_tx_state <= r_tx_state;
            r_tx_count <= r_tx_count;
            r_tx_timer <= r_tx_timer + 14'd1;
            r_tx_data <= r_tx_data; 
        end
    end    
end
always @ (posedge s_clk_i or negedge s_resetn_i) begin
    if(~s_resetn_i)begin
        r_rx_state <= 2'd0;
        r_rx_count <= 3'd0;
        r_rx_timer <= 14'd0;
        r_rx_data <= 8'd64;
    end else begin
        if((s_rxd_i == 1'b0) & (r_rx_state == 2'd0))begin
            r_rx_state <= 2'd1;
            r_rx_count <= 3'd0;
            r_rx_timer <= HALF_PERIOD[13:0];
            r_rx_data <= 8'd0;
        end else if((r_rx_state != 2'd0) & (r_rx_timer > PERIOD[13:0])) begin
            if(r_rx_state == 2'd1)begin
                r_rx_state <= 2'd2;
                r_rx_count <= 3'd0;
                r_rx_data <= 8'd0;
            end else if(r_rx_state == 2'd2)begin
                r_rx_state <= (r_rx_count == 3'd7) ? 2'd3 : r_rx_state;
                r_rx_count <= r_rx_count + 3'd1;
                r_rx_data <= r_rx_data | (s_rxd_i << r_rx_count);
            end else begin
                r_rx_state <= 2'd0;
                r_rx_count <= 3'd0;
                r_rx_data <= r_rx_data;
            end  
            r_rx_timer <= 14'd0;         
        end else begin
            r_rx_state <= r_rx_state;
            r_rx_count <= r_rx_count;
            r_rx_timer <= r_rx_timer + {13'd0, r_rx_state != 2'd0};
            r_rx_data <= r_rx_data; 
        end
    end    
end                   
endmodule
```

==> impl_metrics.env <==
# source this file to load flow results
export IMPL_detail_route_antenna_diodes=0
export IMPL_ctsResizeCount=0
export IMPL_holdWs_ps=308
export IMPL_power_switching_fraction_pct=28.3
export IMPL_power_frac_seq_pct=56.7
export IMPL_stage_log_warnings=33
export IMPL_timing_worst_setup_path_type="flip-flop to output port"
export IMPL_detailroute_via_count=1911
export IMPL_post_synth_inst_count=264
export IMPL_timing_worst_slew_pin_value_ps=688
export IMPL_drt_antenna_violating_nets=0
export IMPL_ys_flop_type="sky130_fd_sc_hd__dfrtp_1"
export IMPL_globalRoute_totalOverflow=0
export IMPL_proportion_of_synthesized_flip_flops_having_asynchronous_set_or_reset_pct=100
export IMPL_layout_cell_area_non_filler_sq_um=3240
export IMPL_grt_util_all_layers_pct=14.8
export IMPL_setup_violations=0
export IMPL_power_frac_comb_pct=16.2
export IMPL_io_pin_count=23
export IMPL_cts_post_setup_buffers_inserted=0
export IMPL_critical_path_maximum_fanout=5
export IMPL_synth_yosys_num_cells=264
export IMPL_p_sw_w=0.000406
export IMPL_final_min_clock_period_ps=2570
export IMPL_synthesis_yosys_warnings=1
export IMPL_layout_worst_path_cycle_share_pct=80.3
export IMPL_residual_drc=0
export IMPL_synthToLayoutAreaGrowth_pct=14.0
export IMPL_cts_max_level=2
export IMPL_layout_drive_gt1_share_pct=10.7
export IMPL_n_fill_cell=629
export IMPL_endpoint_kind="output port"
export IMPL_power_clock_fraction_pct=27.1
export IMPL_holdBufCountCts=0
export IMPL_min_delay_path_class="primary input to async pin"
export IMPL_grt_busiest_layer="met1"
export IMPL_groute_layer_met2_usage_pct=22.9
export IMPL_grt_first_pass_wirelength_um=8610
export IMPL_max_vdd_ir_drop_uv=243
export IMPL_die_size_y_um=86.2
export IMPL_grt_antenna_before_repair=0
export IMPL_post_synth_num_cell_types=46
export IMPL_timing_fmax_ghz=0.389
export IMPL_path_clk_slew_ps=90
export IMPL_max_cap_violations=0
export IMPL_met1_usage_pct=23.7
export IMPL_worst_ep_required_time_ps=2560
export IMPL_power_leakage_nw=1.42
export IMPL_wl_per_cell_um=12.6
export IMPL_crit_path_start_kind="flip-flop"
export IMPL_drt_vias_per_instance=4.94
export IMPL_port_buffers=22
export IMPL_worst_case_clock_buffer_depth=2
export IMPL_rsz_0062_raised_after_global_routing="no"
export IMPL_outcome="finished clean"
export IMPL_finalHoldViolations=0
export IMPL_grt_max_degree=32
export IMPL_wl_um=4890
export IMPL_tritoncts_clock_tree="done"
export IMPL_global_route_usage_met3_pct=2.22
export IMPL_hpwlAfterDp_um=3420
export IMPL_tritoncts_num_buffers=5
export IMPL_routabilityCongestion=0.780
export IMPL_cts_sinks=54
export IMPL_clock_latency_late_pin_ps=300
export IMPL_ctsRootBufferMaster="sky130_fd_sc_hd__clkbuf_8"
export IMPL_die_area_sq_um=7440
export IMPL_arrival_ps=1930
export IMPL_drv_slew=0
export IMPL_slew_headroom_pct=54.0
export IMPL_first_global_vias=1889
export IMPL_synthesis_area_per_instance_sq_um=10.8
export IMPL_drt_pass1_iterations=4
export IMPL_synth_seq_area_share_pct=47.6
export IMPL_power_internal_w=0.00103
export IMPL_power_density_nw_per_um2=444
export IMPL_finalSetupTns_ps=0
export IMPL_yosys_stat_chipArea_sq_um=2840
export IMPL_report_power_total_w=0.00144
export IMPL_area_inside_the_core_boundary_sq_um=6830
export IMPL_row_count=30
export IMPL_dpl_cell_area_sq_um=3140
export IMPL_edf_count=0
export IMPL_synthesis_area_sq_um=2840
export IMPL_dieWidth_um=86.2
export IMPL_ys_seq_elements=54
export IMPL_finalClockSkew_ps=9.52
export IMPL_fp_util_pct=41.6
export IMPL_dr_first_iter_drc_count=46
==> power groups by stage <==
stage                 registers [W]  clock network (W)  logic (W)
final                      0.000814           0.000388   0.000232
after global routing       0.000826           0.000426   0.000268
after CTS                  0.000814           0.000405   0.000237
==> kinds of logic (layout without fill, tap and decap cells) <==
group	after synthesis	in the layout	synth area share [%]
adders and majority gates	17	17	7.49
AOI/OAI and AO/OA	29	29	7.10
and+or+nand+nor	106	106	20.1
DFF	54	54	47.6
muxes	17	17	7.32
buffers and inverters	18	45	3.31
xor gates and xnor gates	23	23	7.10
==> critical path, stage by stage, from the launching register on <==
cell and delay, ps:
sky130_fd_sc_hd__dfrtp_1 460, sky130_fd_sc_hd__mux4_2 530, sky130_fd_sc_hd__mux2i_1 140, sky130_fd_sc_hd__o21ai_0 100
sky130_fd_sc_hd__clkdlybuf4s50_1 400
==> layer usage <==
layer	up-vias	part of all wire, %
met3	7	3.5
met2	29	44
met5	-	0
li1	961	-
met1	914	51
met4	0	1.3
==> through the flow <==
| stage | instances | util, % | setup slack [ps] |
|---|---|---|---|
| finish | 387 | 47.4 | 629 |
| global route | 387 | 47.4 | 504 |
| CTS | 387 | 47.4 | 587 |
| detailed placement | 379 | 46.0 | 768 |
| global placement | 379 | 46.0 | 817 |
| floorplan | 264 | - | 1210 |
==> placed cells by master (no fill, tap or decap), types with 2 or more instances in the layout <==
cell                              count
sky130_fd_sc_hd__dfrtp_1             53
sky130_fd_sc_hd__nor2_1              34
sky130_fd_sc_hd__clkdlybuf4s50_1     21
sky130_fd_sc_hd__nand2_1             17
sky130_fd_sc_hd__ha_1                17
sky130_fd_sc_hd__xor2_1              14
sky130_fd_sc_hd__inv_1               13
sky130_fd_sc_hd__nand3_1             13
sky130_fd_sc_hd__xnor2_1              9
sky130_fd_sc_hd__o21ai_0              9
sky130_fd_sc_hd__nor2b_1              9
sky130_fd_sc_hd__mux2_2               9
sky130_fd_sc_hd__a21oi_1              7
sky130_fd_sc_hd__clkbuf_8             6
sky130_fd_sc_hd__and3_1               5
sky130_fd_sc_hd__mux2i_1              5
sky130_fd_sc_hd__nor4b_1              4
sky130_fd_sc_hd__a31oi_1              4
sky130_fd_sc_hd__and4_1               3
sky130_fd_sc_hd__nand4_1              3
sky130_fd_sc_hd__nor3_1               2
sky130_fd_sc_hd__nand2b_1             2
sky130_fd_sc_hd__mux4_2               2
sky130_fd_sc_hd__nor4_1               2
sky130_fd_sc_hd__a21oi_2              2
sky130_fd_sc_hd__nor3b_1              2
sky130_fd_sc_hd__buf_4                2
==> cell type report <==
cell class,instances,area [sq um],share of cell area [%]
multi-input cells,192,1390,43.0
clock inverters,1,5.00,0.155
well taps,96,120,3.71
repair buffers,24,230,7.12
flip-flops and latches,54,1350,41.8
clock buffers,7,86.3,2.67
inverters,13,48.8,1.51
==> synth_stat cells, drive strengths merged, types with 5 or more instances <==
| cell type | count | area share (%) |
|---|---|---|
| and3 | 5 | 1.1 |
| xor2 | 14 | 4.3 |
| nand2 | 17 | 2.2 |
| nor2b | 9 | 2.0 |
| inv | 13 | 1.7 |
| mux2i | 5 | 1.8 |
| nor2 | 34 | 4.5 |
| nand3 | 13 | 2.3 |
| dfrtp | 53 | 47 |
| a21oi | 9 | 1.9 |
| xnor2 | 9 | 2.8 |
| o21ai | 10 | 1.9 |
| mux2 | 10 | 4.0 |
| ha | 17 | 7.5 |
==> worst paths after layout <==
kind / from / endpoint / slack, ps / cells after the start
max: r_tx_count[0] / s_txd_o / 630 / 4
max reg2reg: r_tx_timer[0] / r_tx_state[1] / 1090 / 7
max in group asynchronous: s_resetn_i / r_rx_data[6] / 2070 / 2
min: s_resetn_i / r_tx_data[0] / 310 / 1
min in group clk0: r_tx_data[6] / r_tx_data[6] / 510 / 1
min reg2reg: r_tx_data[6] / r_tx_data[6] / 510 / 1
==> sequential cells by signal (all words and copies together) (netlist names) <==
register and cells:
r_rx_data 8, r_tx_data 8, r_tx_timer 14, r_tx_state 2
r_rx_count 3, r_rx_state 2, r_tx_count 3, r_rx_timer 14
Power and IR drop assume default switching activity.
